**flow/design.v**
```verilog
module BRAMController ( 
     input wire clk,  
     input wire rst,  
     input wire [7:0] new_temp,  
     input wire new_temp_valid,  
     output reg [7:0] avg_temp,  
     output reg [7:0] max_temp,  
     output reg [7:0] min_temp  
     ); 
     reg [7:0] bram [0:9];  
     reg [3:0] write_pointer = 0;  
     reg [11:0] temp_sum;  
     integer i;  
    reg [7:0] counter = 26'h00;
    reg clk_reg = 1'b1;
    always @(posedge clk) begin
        if(counter == 27'd999999) begin
            counter <= 27'd0;
            clk_reg <= ~clk_reg;
        end
        else
            counter <= counter + 1;
    end
     always @(posedge clk or posedge rst) begin 
        if (rst) begin  
            write_pointer <= 0; 
            avg_temp <= 8'd0; 
            max_temp <= 8'd0; 
            min_temp <= 8'd255;
            for (i = 0; i < 10; i = i + 1) begin 
                bram[i] <= 8'd0; 
            end 
            end 
            else if (new_temp_valid) begin 
            bram[write_pointer] <= new_temp; 
            write_pointer <= (write_pointer + 1) % 10; 
            temp_sum = 0; 
            max_temp = 8'd1; 
            min_temp = 8'd255; 
            for (i = 0; i < 10; i = i + 1) 
                begin temp_sum = temp_sum + bram[i]; 
                if (bram[i] > max_temp) max_temp = bram[i]; 
                if (bram[i] < min_temp) min_temp = bram[i]; 
            end 
            avg_temp <= temp_sum / 10; 
        end 
    end
 endmodule
```
**flow/run.sh**
```bash
#!/bin/bash
# OpenROAD 26Q1-2900-gdf79404cd8, Yosys 0.63+post, stock flow scripts
make -C /OpenROAD-flow-scripts/flow DESIGN_CONFIG=/design/flow/config.mk WORK_HOME=/design/flow/orfs finish
```
**flow/config.mk**
```make
export PLATFORM = sky130hd
export DESIGN_NAME = BRAMController
export DESIGN_NICKNAME = BRAMController
export VERILOG_FILES = /design/flow/design.v
export SDC_FILE = /design/flow/constraint.sdc
export NUM_CORES = 4
export LEC_CHECK = 1
export CORE_UTILIZATION = 50
```
**flow/constraint.sdc**
```tcl
current_design BRAMController

set clk_period 19.7
set clk_io_pct 0.2

create_clock -name clk0 -period $clk_period [get_ports {clk}]

set non_clock_inputs [all_inputs -no_clocks]
set_input_delay [expr $clk_period * $clk_io_pct] -clock clk0 $non_clock_inputs
set_output_delay [expr $clk_period * $clk_io_pct] -clock clk0 [all_outputs]
```
==> reports/results.ini <==
[setup_path]
reg2reg_setup_slack_ns = 2.74
end_kind = register
worst-setup-path-type = reg2reg
slowest_delay_ns = 0.49
crit_path_top_cell_by_count = sky130_fd_sc_hd__o21ai_0
timing.critical_path.slowest_stage_cell = sky130_fd_sc_hd__o21ai_1
cp_data_required_time_ns = 19.95
worst-endpoint-arrival_ns = 17.21
worst-path-max-fanout = 16
crit_path_start_kind = register

[timing]
tightestPinTransition_ns = 0.918
setup_viol_count_final = 0
totalNegativeSetupSlack_ns = 0
skew_ns = 0.0132
maxClockFrequency_ghz = 0.0590
finalCritPeriodShare_pct = 86.1
max_transition_margin_pct = 38.4
grt_setup_unrepaired = false
layout_min_cycle_time_ns = 16.96
timing_max_transition_violations_final = 0
hold_viol_final = 0

[yosys]
postSynthAreaPerCell_um2 = 8.94
netlist_instances = 1491
synth_warnings = 2
yosys-stat-area_um2 = 13300
ys_seq_share_pct = 20.3
synth-edff-count = 0
synth_area_um2 = 13300
ff_type = sky130_fd_sc_hd__dfrtp_1
yosys_register_bits = 108
synthDistinctLibCells = 88
ys_cells = 1491
synth-async-reset-ratio_pct = 100

[floorplan]
die_height_um = 165
fp_util_pct = 51.0
die_width_um = 165
rows = 59
die_area_um2 = 27300
floorplan.io_pins = 35
core-area_um2 = 26100

[clock_network]
clock_tree.buffer_depth = 2
worst_skew_pair.late_latency_ns = 0.36
worst_setup_hold_path_clk_slew_ns = 0.08
post-cts-setup-buffers = 0
cts_hold_repair.buffers = 0
cts-resized-gates = 0
root_buffer_cell = sky130_fd_sc_hd__clkbuf_16
number_of_h_tree_levels = 3
cts_inserted_buffers = 9
clock_tree_from_tritoncts = built
clock-sinks = 108

[cells_and_area]
post_route_cells_drive_above_1_share_pct = 10.9
synthToLayoutAreaGrowth_pct = 7.09

[route]
drt_first_pass_iters = 6
route.antenna.diode_count = 0
antenna_left = 0
routed_wire_length_per_instance_um = 20.2
avgViaCountPerCell = 5.99
drt_drc_violations_left = 0
detailedRoute.firstIterationViolations = 634
wirelength_um = 37100
dr_total_vias = 11000

[place]
port_buffers = 34
dpl.hpwl_um = 29900
routability_congestion_estimate = 1.01

[worst_hold_path]
min_path_type = reg2reg

[grt]
overflow = 0
largest_net_degree_at_the_start_of_global_routing = 53
first_global_vias = 10400
wire_length_of_the_first_global_routing_pass_um = 58900
number_of_antenna_violations_at_the_first_check_in_global_routing = 0
grt_use_total_pct = 29.4

[job]
drv_cap = 0
openroad.warnings = 31

[status]
run_status = complete, no violations

metrics by stage:
step	cell area [µm²]	worst slack [ns]	hold WS [ns]	std cells	util (%)
global placement	14000	3.00	0.481	1820	53.5
global route	14300	1.13	0.532	1836	54.7
CTS	14300	2.80	0.511	1836	54.7
detailed placement	14000	2.91	0.485	1820	53.5
finish	14300	2.74	0.510	1836	54.7
floorplan	13300	4.14	0.430	1491	-
cells in the final DEF (no fill, tap or decap), types with 14 or more instances in the layout:
cell type	Yosys	final
sky130_fd_sc_hd__a211oi_1	14	14
sky130_fd_sc_hd__a21o_1	41	41
sky130_fd_sc_hd__a21oi_1	92	92
sky130_fd_sc_hd__a31oi_1	21	21
sky130_fd_sc_hd__and3_1	17	17
sky130_fd_sc_hd__buf_4	3	16
sky130_fd_sc_hd__clkdlybuf4s50_1	0	33
sky130_fd_sc_hd__dfrtp_1	100	100
sky130_fd_sc_hd__fa_1	61	61
sky130_fd_sc_hd__ha_1	161	161
sky130_fd_sc_hd__inv_1	161	160
sky130_fd_sc_hd__mux2_2	92	92
sky130_fd_sc_hd__mux2i_1	91	91
sky130_fd_sc_hd__nand2_1	83	83
sky130_fd_sc_hd__nand3_1	40	40
sky130_fd_sc_hd__nand4_1	14	14
sky130_fd_sc_hd__nor2_1	80	80
sky130_fd_sc_hd__nor2b_1	25	25
sky130_fd_sc_hd__nor3_1	22	22
sky130_fd_sc_hd__o21a_1	28	28
sky130_fd_sc_hd__o21ai_0	89	89
sky130_fd_sc_hd__o31ai_1	18	18
synth_stat cells, types with 9 or more instances:
master	instances	area [µm²]
sky130_fd_sc_hd__nor3_1	22	110
sky130_fd_sc_hd__nor2_1	80	300
sky130_fd_sc_hd__mux2_2	92	1040
sky130_fd_sc_hd__ha_1	161	2010
sky130_fd_sc_hd__nand3_1	40	200
sky130_fd_sc_hd__o21a_1	28	210
sky130_fd_sc_hd__o21ai_0	89	445
sky130_fd_sc_hd__clkbuf_1	40	150
sky130_fd_sc_hd__a21o_1	41	308
sky130_fd_sc_hd__nor2b_1	25	156
sky130_fd_sc_hd__nand4_1	14	87.6
sky130_fd_sc_hd__dfrtp_1	100	2500
sky130_fd_sc_hd__nand2_1	83	312
sky130_fd_sc_hd__a211oi_1	14	105
sky130_fd_sc_hd__xnor2_1	12	105
sky130_fd_sc_hd__fa_1	61	1220
sky130_fd_sc_hd__or3_1	9	56.3
sky130_fd_sc_hd__o21ai_1	11	55.1
sky130_fd_sc_hd__o31ai_1	18	135
sky130_fd_sc_hd__and3_1	17	106
sky130_fd_sc_hd__mux2i_1	91	911
sky130_fd_sc_hd__a31oi_1	21	131
sky130_fd_sc_hd__a21oi_1	92	460
sky130_fd_sc_hd__nand2b_1	12	75.1
sky130_fd_sc_hd__inv_1	161	604
cell families (layout without fill, tap and decap cells):
| kind of cell | count (synthesis) | count (layout) | synth area share [%] |
|---|---|---|---|
| compound gates | 408 | 408 | 20.8 |
| xor+xnor | 17 | 17 | 1.12 |
| fa+ha+maj | 223 | 223 | 24.3 |
| buf+inv | 217 | 227 | 6.32 |
| flops | 108 | 108 | 20.3 |
| mux | 183 | 183 | 14.6 |
| simple gates | 335 | 335 | 12.5 |
worst paths after layout:
kind	from	cells past startpoint	end
max	bram[0][5]	90	max_temp[4]
min	max_temp[0]	2	max_temp[0]
max reg2reg	bram[0][5]	90	max_temp[4]
min reg2reg	max_temp[0]	2	max_temp[0]
max in group asynchronous	rst	4	write_pointer[3]
min in group asynchronous	rst	2	avg_temp[7]
sequential cells by signal, summed over array words and instances, names as in the netlist:
register       flops
write_pointer      4
avg_temp           8
bram              80
max_temp           8
min_temp           8
critical path, delay by kind of cell (launching register included):
kind            cells  cell delay (ns)
mux                 8             2.43
fa+ha+maj           9             2.46
compound gates     46             8.57
flops               1             0.46
buf+inv             6             0.61
simple gates       21             2.24
layout make-up:
cell class / count / area, µm²
clock buffer: 10 / 239
sequential: 108 / 2710
inverter: 161 / 607
multi-input combinational: 1166 / 9780
fill: 2400 / 11900
tap: 335 / 419
clock inverter: 6 / 68.8
timing repair buffer: 50 / 455
layer usage:
| layer | global-route usage (%) | vias to the layer above | part of all wire [%] |
|---|---|---|---|
| met1 | 46.7 | 5253 | 49 |
| met2 | 43.4 | 286 | 44 |
| met3 | 6.52 | 39 | 5.8 |
| li1 | - | 5425 | - |
| met4 | 3.47 | 0 | 1.2 |
| met5 | 0 | - | 0 |
