File: flow/design.v
`timescale 1ns / 1ps
module temperature_sensor_interface(
    input clk_200KHz,
    inout sensor_data,
    output [7:0] temperature_output,
    output sensor_clock
);
wire data_line_direction;
reg [3:0] clock_divider = 4'b0;
reg clock_signal = 1'b1;
assign sensor_clock = clock_signal;
parameter [7:0] device_identifier = 8'b1001_0111;
reg [7:0] temperature_msb = 8'b0;
reg [7:0] temperature_lsb = 8'b0;
reg output_bit = 1'b1;
reg [11:0] cycle_counter = 12'b0;
reg [7:0] temperature_buffer;
localparam [4:0] INITIALIZATION = 5'h00,
TRANSMISSION_START = 5'h01,
ADDRESS_TRANSMISSION_6 = 5'h02,
ADDRESS_TRANSMISSION_5 = 5'h03,
ADDRESS_TRANSMISSION_4 = 5'h04,
ADDRESS_TRANSMISSION_3 = 5'h05,
ADDRESS_TRANSMISSION_2 = 5'h06,
ADDRESS_TRANSMISSION_1 = 5'h07,
ADDRESS_TRANSMISSION_0 = 5'h08,
READ_WRITE_MODE = 5'h09,
ACKNOWLEDGMENT_RECEPTION = 5'h0A,
MSB_RECEPTION_7 = 5'h0B,
MSB_RECEPTION_6 = 5'h0C,
MSB_RECEPTION_5 = 5'h0D,
MSB_RECEPTION_4 = 5'h0E,
MSB_RECEPTION_3 = 5'h0F,
MSB_RECEPTION_2 = 5'h10,
MSB_RECEPTION_1 = 5'h11,
MSB_RECEPTION_0 = 5'h12,
ACKNOWLEDGMENT_TRANSMISSION = 5'h13,
LSB_RECEPTION_7 = 5'h14,
LSB_RECEPTION_6 = 5'h15,
LSB_RECEPTION_5 = 5'h16,
LSB_RECEPTION_4 = 5'h17,
LSB_RECEPTION_3 = 5'h18,
LSB_RECEPTION_2 = 5'h19,
LSB_RECEPTION_1 = 5'h1A,
LSB_RECEPTION_0 = 5'h1B,
NO_ACKNOWLEDGMENT = 5'h1C;
reg [4:0] current_state = INITIALIZATION;
always @(posedge clk_200KHz) begin
    if(clock_divider == 9) begin
        clock_divider <= 4'b0;
        clock_signal <= ~clock_signal;
    end
    else
        clock_divider <= clock_divider + 1;
        cycle_counter <= cycle_counter + 1;
        case(current_state)
        INITIALIZATION: begin
            if(cycle_counter == 12'd1999)
            current_state <= TRANSMISSION_START;
        end
        TRANSMISSION_START: begin
            if(cycle_counter == 12'd2004)
            output_bit <= 1'b0;
            if(cycle_counter == 12'd2013)
            current_state <= ADDRESS_TRANSMISSION_6;
        end
        ADDRESS_TRANSMISSION_6: begin
            output_bit <= device_identifier[7];
            if(cycle_counter == 12'd2033)
            current_state <= ADDRESS_TRANSMISSION_5;
        end
        ADDRESS_TRANSMISSION_5: begin
            output_bit <= device_identifier[6];
            if(cycle_counter == 12'd2053)
            current_state <= ADDRESS_TRANSMISSION_4;
        end
        ADDRESS_TRANSMISSION_4: begin
            output_bit <= device_identifier[5];
            if(cycle_counter == 12'd2073)
            current_state <= ADDRESS_TRANSMISSION_3;
        end
        ADDRESS_TRANSMISSION_3: begin
            output_bit <= device_identifier[4];
            if(cycle_counter == 12'd2093)
            current_state <= ADDRESS_TRANSMISSION_2;
        end
        ADDRESS_TRANSMISSION_2: begin
            output_bit <= device_identifier[3];
            if(cycle_counter == 12'd2113)
            current_state <= ADDRESS_TRANSMISSION_1;
        end
        ADDRESS_TRANSMISSION_1: begin
            output_bit <= device_identifier[2];
            if(cycle_counter == 12'd2133)
            current_state <= ADDRESS_TRANSMISSION_0;
        end
        ADDRESS_TRANSMISSION_0: begin
            output_bit <= device_identifier[1];
            if(cycle_counter == 12'd2153)
            current_state <= READ_WRITE_MODE;
        end
        READ_WRITE_MODE: begin
            output_bit <= device_identifier[0];
            if(cycle_counter == 12'd2169)
            current_state <= ACKNOWLEDGMENT_RECEPTION;
        end
        ACKNOWLEDGMENT_RECEPTION: begin
            if(cycle_counter == 12'd2189)
            current_state <= MSB_RECEPTION_7;
        end
        MSB_RECEPTION_7: begin
            temperature_msb[7] <= input_bit;
            if(cycle_counter == 12'd2209)
            current_state <= MSB_RECEPTION_6;
        end
        MSB_RECEPTION_6: begin
            temperature_msb[6] <= input_bit;
            if(cycle_counter == 12'd2229)
            current_state <= MSB_RECEPTION_5;
        end
        MSB_RECEPTION_5: begin
            temperature_msb[5] <= input_bit;
            if(cycle_counter == 12'd2249)
            current_state <= MSB_RECEPTION_4;       
        end
        MSB_RECEPTION_4: begin
            temperature_msb[4] <= input_bit;
            if(cycle_counter == 12'd2269)
            current_state <= MSB_RECEPTION_3;
        end
        MSB_RECEPTION_3: begin
            temperature_msb[3] <= input_bit;
            if(cycle_counter == 12'd2289)
            current_state <= MSB_RECEPTION_2;
        end
        MSB_RECEPTION_2: begin
        temperature_msb[2] <= input_bit;
        if(cycle_counter == 12'd2309)
        current_state <= MSB_RECEPTION_1;
        end
        MSB_RECEPTION_1: begin
            temperature_msb[1] <= input_bit;
            if(cycle_counter == 12'd2329)
                current_state <= MSB_RECEPTION_0;   
        end
        MSB_RECEPTION_0: begin
        output_bit <= 1'b0;
        temperature_msb[0] <= input_bit;
        if(cycle_counter == 12'd2349)
        current_state <= ACKNOWLEDGMENT_TRANSMISSION;
    end
    ACKNOWLEDGMENT_TRANSMISSION: begin
    if(cycle_counter == 12'd2369)
    current_state <= LSB_RECEPTION_7;
    end
    LSB_RECEPTION_7: begin
    temperature_lsb[7] <= input_bit;
    if(cycle_counter == 12'd2389)
        current_state <= LSB_RECEPTION_6;
    end
    LSB_RECEPTION_6: begin
        temperature_lsb[6] <= input_bit;
        if(cycle_counter == 12'd2409)
            current_state <= LSB_RECEPTION_5;
    end
    LSB_RECEPTION_5: begin
        temperature_lsb[5] <= input_bit;
        if(cycle_counter == 12'd2429)
            current_state <= LSB_RECEPTION_4;
    end
    LSB_RECEPTION_4: begin
        temperature_lsb[4] <= input_bit;
        if(cycle_counter == 12'd2449)
            current_state <= LSB_RECEPTION_3;
    end
    LSB_RECEPTION_3: begin
        temperature_lsb[3] <= input_bit;
        if(cycle_counter == 12'd2469)
            current_state <= LSB_RECEPTION_2;
    end
    LSB_RECEPTION_2: begin
        temperature_lsb[2] <= input_bit;
        if(cycle_counter == 12'd2489)   
            current_state <= LSB_RECEPTION_1;
    end
    LSB_RECEPTION_1: begin
        temperature_lsb[1] <= input_bit;
        if(cycle_counter == 12'd2509)   
            current_state <= LSB_RECEPTION_0;
    end
    LSB_RECEPTION_0: begin
        output_bit <= 1'b1; 
        temperature_lsb[0] <= input_bit;
        if(cycle_counter == 12'd2529)
            current_state <= NO_ACKNOWLEDGMENT; 
    end
    NO_ACKNOWLEDGMENT: begin
        if(cycle_counter == 12'd2559) begin
        cycle_counter <= 12'd2000;
        current_state <= TRANSMISSION_START;
    end
end
endcase
end
always @(posedge clk_200KHz)
if(current_state == NO_ACKNOWLEDGMENT)
    temperature_buffer <= { temperature_msb[6:0], temperature_lsb[7] };
assign data_line_direction = (
current_state == INITIALIZATION || current_state == TRANSMISSION_START || 
current_state == ADDRESS_TRANSMISSION_6 || current_state == ADDRESS_TRANSMISSION_5 ||
current_state == ADDRESS_TRANSMISSION_4 || current_state == ADDRESS_TRANSMISSION_3 ||
current_state == ADDRESS_TRANSMISSION_2 || current_state == ADDRESS_TRANSMISSION_1 ||
current_state == ADDRESS_TRANSMISSION_0 || current_state == READ_WRITE_MODE ||
current_state == ACKNOWLEDGMENT_TRANSMISSION || current_state == NO_ACKNOWLEDGMENT) ? 1 : 0;
assign sensor_data = data_line_direction ? output_bit : 1'bz;
assign input_bit = sensor_data;
assign temperature_output = temperature_buffer;
endmodule
File: flow/run.sh
#!/bin/bash
# OpenROAD 26Q1-2900-gdf79404cd8, Yosys 0.63+post, stock flow scripts
make -C /OpenROAD-flow-scripts/flow DESIGN_CONFIG=/design/flow/config.mk WORK_HOME=/design/flow/orfs finish
File: flow/config.mk
export PLATFORM = sky130hd
export DESIGN_NAME = temperature_sensor_interface
export DESIGN_NICKNAME = temperature_sensor_interface
export VERILOG_FILES = /design/flow/design.v
export SDC_FILE = /design/flow/constraint.sdc
export NUM_CORES = 4
export LEC_CHECK = 1
export CORE_UTILIZATION = 50
File: flow/constraint.sdc
current_design temperature_sensor_interface

set clk_period 6.3
set clk_io_pct 0.2

create_clock -name clk0 -period $clk_period [get_ports {clk_200KHz}]

set non_clock_inputs [all_inputs -no_clocks]
set_input_delay [expr $clk_period * $clk_io_pct] -clock clk0 $non_clock_inputs
set_output_delay [expr $clk_period * $clk_io_pct] -clock clk0 [all_outputs]
==> run_results.csv <==
group,metric,value,unit
final_timing,holdWs,422,ps
critical_path,path_max_fanout,6,
power,ir_worst_vdd,0.0999,mV
route,via_count,1957,
power,pwr-share-clk,41.7,%
run,cap_violations,0,
global_route,overflow,0,
critical_path,endpoint_kind,"register",
final_timing,relSlewSlack,56.1,%
critical_path,cp_common_cell,"nand4_1",
placement,place.gp.congestion,1.06,
critical_path,r2r-start,"cycle_counter[0]",
route,wire_per_inst,17.4,µm
run_status,status,"finished clean",
power,power_density,185,nW/µm²
synthesis,yosys_area,2280,µm²
cells_and_area,area_growth,8.89,%
global_route,grt_pass1_vias,1833,
global_route,grt_pass1_wl,9100,µm
route,wl_met2,2270,µm
worst_hold_path,hold_path_class,"reg -> reg",
die,coreArea,4380,µm²
die,ioPinCount,11,
critical_path,crit_required,6250,ps
synthesis,async_flop_share,0,%
synthesis,ys_seq_elements,39,
route,dr_wl_met3,554,µm
clocking,clkTransAtPathRegs,80,ps
cells_and_area,ff_latch_area,1010,µm²
critical_path,worstReg2RegEnd,"current_state[2]",
route,num_antenna_cells,0,
power,seqPwrFrac,58.3,%
synthesis,top_cells_by_area,"edfxtp_1 (30%), dfxtp_1 (14%), nor2_1 (5.1%)",
final_timing,rsz0062_at_grt,"false",
route,antenna_left,0,
route,dr.max_layer_used,"met4",
die,die-area,4840,µm²
critical_path,critPathKind,"reg -> reg",
final_timing,hold_viol,0,
synthesis,ys_cells,248,
final_timing,tns,0,ps
route,drc,0,
clocking,clkLatencyLatePin,290,ps
global_route,grt_use_total,24.3,%
final_timing,drv_slew,0,
route,first_pass_iters,5,
synthesis,synthCells,248,
clocking,cts_buffer_depth,2,
critical_path,slowest_delay,550,ps
final_timing,fin_crit,2910,ps
critical_path,crit_end,"current_state[2]",
global_route,grt_start_max_net_pins,22,
run,warnings,44,
die,die_h,69.5,µm
critical_path,worst_r2r_path_depth,7,
critical_path,reg2reg_slack,3390,ps
clocking,cts.sinks,39,
die,fp-utilization,52.0,%
final_timing,fin_skew,6.51,ps
synthesis,top_area_cell,"edfxtp_1",
synthesis,synth-main-ff-cell,"edfxtp_1",
cells_and_area,combGateArea,1180,µm²
clocking,root_buffer,"clkbuf_8",
power,switching_power,0.0895,mW
synthesis,synth_area_per_cell,9.20,µm²
final_timing,fmax,0.344,GHz
final_timing,fin_crit_sh,46.1,%
synthesis,ys_seq_share,44.3,%
critical_path,crit_arrival,2860,ps
synthesis,edf_count,23,
power,cellLeakagePower,0.799,nW
route,vias_per_cell,6.46,
power,p_comb_share,0,%
clocking,ctsHoldBuffers,0,
clocking,tritoncts,"built",
clocking,numCtsBuffers,5,
synthesis,synth_cell_types,55,
die,rows,24,
critical_path,start_kind,"register",
clocking,post-cts-setup-buffers,0,
final_timing,setup_viol,0,
synthesis,top_cell_area_share,30.3,%
route,wl_met1,2250,µm
synthesis,synth_warnings,3,
clocking,cts-resized-gates,0,
placement,numPortBuffers,9,
synthesis,syn_area,2280,µm²
cells_and_area,drive_gt1_share,7.57,%
route,routed_wirelength,5260,µm
critical_path,crit_chain,"ha_1 > nor3b_1 > nand4_1 > o21ai_0 > nand4_1 > or4_1 > nor3_2",
route,initialDrtViolationCount,124,
placement,post-dp-hpwl,3760,µm
final_timing,worstMarginPinSlew,659,ps
global_route,antenna_found_initial,0,
critical_path,crit_start,"cycle_counter[0]",
critical_path,cp_slowest_cell,"or4_1",
cells_and_area,fillCellCount,372,
power,swShare,19.5,%
clocking,cts_max_level,2,
power,internal_power,0.369,mW
die,die_w,69.5,µm
[worst min path at each step]
stage	startpoint	endpoint	slack, ps	cells past startpoint
after global routing	temperature_lsb[7]	temperature_buffer[0]	430	0
after CTS	temperature_msb[2]	temperature_buffer[3]	420	0
final	temperature_msb[2]	temperature_buffer[3]	420	0
[worst max-delay path: cells and delay by family (launching register included)]
kind	cells	cell delay, ps
flops	1	420
fa+ha+maj	1	250
simple gates	5	1730
compound gates	1	170
[Yosys cell counts, drive strengths merged (2+ instances only)]
cell and instances:
clkbuf 9, and3b 3, nand2 25, a221oi 2
and4bb 2, nor3 8, ha 5, nand4 13
xor2 5, inv 7, buf 6, a31oi 2
nor2b 8, o31ai 4, edfxtp 23, xnor2 6
a31o 2, nor2 31, o311ai 3, nor4 2
and3 4, nand3 13, a21oi 4, o41ai 2
nand2b 4, o21ai 9, nor4b 3, nor3b 4
dfxtp 16, and2 3, nand3b 3
[sequential cells by signal, indices dropped and copies added (netlist names)]
register / count
current_state: 5
cycle_counter: 12
temperature_msb: 7
sensor_data: 1
clock_signal: 1
temperature_buffer: 8
temperature_lsb: 1
clock_divider: 4
[final cells by class]
class                           count  share of cell area, %
Clock buffer                        6                   3.78
Clock inverter                      2                  0.554
Inverter                            7                   1.06
Multi-Input combinational cell    187                   47.4
Sequential cell                    39                   40.7
Tap cell                           52                   2.62
Timing Repair Buffer               10                   3.93
[cell usage in the layout (no fill, tap or decap), drive strengths merged, types with 2 or more instances in the layout]
cell / n
edfxtp: 23
a221oi: 2
and3: 4
nor3b: 4
inv: 7
nor4b: 3
o21ai: 9
and3b: 3
clkinv: 2
o311ai: 3
xor2: 5
nand4: 13
nor2: 31
o31ai: 4
nor3: 8
nand3: 13
a31oi: 2
clkdlybuf4s50: 9
nand3b: 3
a31o: 2
a21oi: 4
o41ai: 2
clkbuf: 6
and2: 3
nand2b: 4
xnor2: 6
nor2b: 8
nor4: 2
dfxtp: 16
ha: 5
nand2: 25
and4bb: 2
[per-layer routing]
| layer | global-route usage (%) | vias to the layer above |
|---|---|---|
| li1 | - | 922 |
| met1 | 38.1 | 891 |
| met2 | 35.5 | 124 |
| met3 | 5.16 | 20 |
| met4 | 7.48 | 0 |
| met5 | 0 | - |
[stage by stage]
stage	setup WS (ps)	std cells	util [%]	area (µm²)	power, mW
global placement	3480	295	54.2	2380	0.273
finish	3390	303	56.6	2480	0.459
floorplan	3790	248	-	2280	0.273
global route	3160	303	56.6	2480	0.472
CTS	3440	303	56.6	2480	0.461
detailed placement	3460	295	54.2	2380	0.273
[power groups by stage]
stage | combinational [mW] | clock, mW | sequential (mW)
CTS | 0.000000388 | 0.194 | 0.267
global route | 0.000000388 | 0.204 | 0.267
finish | 0.000000388 | 0.191 | 0.267
[cell families after synthesis]
logic type,count (synthesis),synth area share (%)
AND/OR/NAND/NOR,132,32.1
AND-OR/OR-AND,39,12.5
flip-flops,39,44.3
buffers and inverters,22,4.11
XOR/XNOR,11,4.22
adder cells (fa/ha/maj),5,2.74
No activity file was given, so power comes from the tool's default toggle rates.
