===== design.v =====
`timescale 1ns / 1ps
module seg7c(
    input clk_100MHz,                
    input [7:0] display_data,        
    input [7:0] f_data,              
    output reg [6:0] SEG,            
    output reg [7:0] AN              
    );
    wire [3:0] f_tens, f_ones;
    wire [3:0] display_tens, display_ones;
    assign f_tens = f_data / 10;            
    assign f_ones = f_data % 10;            
    assign display_tens = display_data / 10;            
    assign display_ones = display_data % 10;            
    parameter ZERO  = 7'b000_0001;   
    parameter ONE   = 7'b100_1111;   
    parameter TWO   = 7'b001_0010;   
    parameter THREE = 7'b000_0110;   
    parameter FOUR  = 7'b100_1100;   
    parameter FIVE  = 7'b010_0100;   
    parameter SIX   = 7'b010_0000;   
    parameter SEVEN = 7'b000_1111;   
    parameter EIGHT = 7'b000_0000;   
    parameter NINE  = 7'b000_0100;   
    parameter DEG   = 7'b001_1100;   
    parameter F     = 7'b011_1000;   
    reg [2:0] anode_select;          
    reg [16:0] anode_timer;          
    always @(posedge clk_100MHz) begin
        if(anode_timer == 99_999) begin          
            anode_timer <= 0;                    
            anode_select <=  anode_select + 1;
        end
        else
            anode_timer <=  anode_timer + 1;
    end
    always @(anode_select) begin
        case(anode_select) 
            3'o0 : AN = 8'b1111_1110;
            3'o1 : AN = 8'b1111_1101;
            3'o2 : AN = 8'b1111_1011;
            3'o3 : AN = 8'b1111_0111;
            3'o4 : AN = 8'b1110_1111;
            3'o5 : AN = 8'b1101_1111;
            3'o6 : AN = 8'b1011_1111;
            3'o7 : AN = 8'b0111_1111;
        endcase
    end
    always @*
        case(anode_select)
            3'o0 : SEG = F;     
            3'o1 : SEG = DEG;   
            3'o2 : begin        
                        case(display_ones)
                            4'b0000 : SEG = ZERO;
                            4'b0001 : SEG = ONE;
                            4'b0010 : SEG = TWO;
                            4'b0011 : SEG = THREE;
                            4'b0100 : SEG = FOUR;
                            4'b0101 : SEG = FIVE;
                            4'b0110 : SEG = SIX;
                            4'b0111 : SEG = SEVEN;
                            4'b1000 : SEG = EIGHT;
                            4'b1001 : SEG = NINE;
                        endcase
                    end
            3'o3 : begin        
                        case(display_tens)
                            4'b0000 : SEG = ZERO;
                            4'b0001 : SEG = ONE;
                            4'b0010 : SEG = TWO;
                            4'b0011 : SEG = THREE;
                            4'b0100 : SEG = FOUR;
                            4'b0101 : SEG = FIVE;
                            4'b0110 : SEG = SIX;
                            4'b0111 : SEG = SEVEN;
                            4'b1000 : SEG = EIGHT;
                            4'b1001 : SEG = NINE;
                        endcase
                    end
            3'o4 : SEG = F;     
            3'o5 : SEG = DEG;   
            3'o6 : begin        
                        case(f_ones)
                            4'b0000 : SEG = ZERO;
                            4'b0001 : SEG = ONE;
                            4'b0010 : SEG = TWO;
                            4'b0011 : SEG = THREE;
                            4'b0100 : SEG = FOUR;
                            4'b0101 : SEG = FIVE;
                            4'b0110 : SEG = SIX;
                            4'b0111 : SEG = SEVEN;
                            4'b1000 : SEG = EIGHT;
                            4'b1001 : SEG = NINE;
                        endcase
                    end
            3'o7 : begin        
                        case(f_tens)
                            4'b0000 : SEG = ZERO;
                            4'b0001 : SEG = ONE;
                            4'b0010 : SEG = TWO;
                            4'b0011 : SEG = THREE;
                            4'b0100 : SEG = FOUR;
                            4'b0101 : SEG = FIVE;
                            4'b0110 : SEG = SIX;
                            4'b0111 : SEG = SEVEN;
                            4'b1000 : SEG = EIGHT;
                            4'b1001 : SEG = NINE;
                        endcase
                    end             
        endcase  
endmodule

===== run.sh =====
#!/bin/bash
# OpenROAD 26Q1-2900-gdf79404cd8, Yosys 0.63+post, stock flow scripts
make -C /OpenROAD-flow-scripts/flow DESIGN_CONFIG=/design/flow/config.mk WORK_HOME=/design/flow/orfs finish

===== config.mk =====
export PLATFORM = sky130hd
export DESIGN_NAME = seg7c
export DESIGN_NICKNAME = seg7c
export VERILOG_FILES = /design/flow/design.v
export SDC_FILE = /design/flow/constraint.sdc
export NUM_CORES = 4
export LEC_CHECK = 1
export CORE_UTILIZATION = 30

===== constraint.sdc =====
current_design seg7c

set clk_period 4.3
set clk_io_pct 0.2

create_clock -name clk0 -period $clk_period [get_ports {clk_100MHz}]

set non_clock_inputs [all_inputs -no_clocks]
set_input_delay [expr $clk_period * $clk_io_pct] -clock clk0 $non_clock_inputs
set_output_delay [expr $clk_period * $clk_io_pct] -clock clk0 [all_outputs]

==> run summary <==
The following summarizes the physical implementation.

Route
Wires add up to ~11 mm. For this block, the via count after detailed routing is 4,242. Dividing the detail-routed via count by the number of cells gives slightly below 6.

The detailed router finished its first iteration with roughly 600 violations. The count of TritonRoute iterations in the first routing pass is 5. The routed design ends up with an antenna cell count of 0. For this run, design rule violations remaining after detail routing come to 0. The number of nets still failing antenna checks after routing is 0. The post-detailed-route wirelength per cell is roughly 14 µm.

Power
In this run the VDD rail shows a maximum IR drop of between 0.0001 and 0.00015 V. The ratio of total power to cell area is between 200 and 250 mW/mm². The static leakage is 1.63 nW.

Synthesis
The basic-gate share of the synthesized area counting and, or, nand and nor cells is 0.311. The chip area in the Yosys report is 0.00418 mm². The mean instance size in the synthesized netlist is between 7 and 8 µm². The number of cell instances after yosys synthesis is 560. The area share of fa/ha/maj cells after synthesis is 0.0318. Yosys reported a register bit count of 35. In the post-synthesis netlist, the biggest area contributors are sky130_fd_sc_hd__dfxtp_1 12%, sky130_fd_sc_hd__nor2_1 4.9%, sky130_fd_sc_hd__nand2_1 3.9%, sky130_fd_sc_hd__a21oi_1 3.8%, sky130_fd_sc_hd__nor3_1 3.0%. The cell accounting for the most synthesized area is sky130_fd_sc_hd__dfxtp_1.

The cell-mix breakdown from Yosys lists the XOR/XNOR area share as 0.0482. Among the non-sequential cells, AND-OR/OR-AND gates take the most area. The dominant register cell is sky130_fd_sc_hd__dfxtp_1. The multiplexer area fraction after synthesis is 0.0249. Per the synthesis report, the number of distinct cell types is around 98. The synthesized-area fraction occupied by ao, oa, aoi and oai cells is 0.344. The number of synthesized flops with an enable pin is 3.

In the synthesized netlist the async set-or-reset flop fraction comes to 0. The post-synth design cell area is approximately 0.0042 mm². The share of the synthesized area in the top cell type is 0.120. The post-synthesis cell count is ~560.

The warning tally printed by Yosys for this design is 1.

GRT
The total routing usage reported by global routing is 0.149. The initial antenna violation count is 0. The total congestion overflow after global routing is 0.

The number of global-route vias before repair is roughly 3,800. The global-route wire length before repair is approximately 18 mm. Entering global routing, the biggest net connects 29 pins.

Setup path
The register-to-register path setup slack is around 2.1 ns. The critical path maximum fanout is 22. STA classifies the critical path endpoint as a register. The critical path start-end classification is reg2reg.

The kind of start point of the critical path is a register. The data arrival time of the critical path is 2.36 ns. Data on the critical path is required at its endpoint by 4.48 ns.

CTS
Per the CTS log, the maximum H-tree level is 1. The longest clock path from root to sink contains 2 buffers. The timing report gives the clock slew at the launch and capture registers of the worst setup and hold paths as about 0.06 ns. Per the repair_timing log after CTS, setup buffers inserted total 0. The cts-stage hold buffer count is 0. The clock reaches the later pin of the worst-skew pair after 0.26 ns. The post-CTS resize count is 0.

CTS placed an instance of sky130_fd_sc_hd__clkbuf_16 at the clock tree root. The number of buffers inserted during clock tree synthesis is 3. The TritonCTS clock tree is built.

Die
Per the OpenROAD floorplan log, the area of the core is approximately 0.013 mm². Per the OpenROAD floorplan log, the area of the die is approximately 0.014 mm². The number of placement rows is approximately 42. In this run the vertical extent of the chip is approximately 120 µm. The floorplan step set the die width to 120 µm. In the floorplan report the effective utilization is 0.312. The number of primary I/O pins is 32.

Timing
The end-of-flow timing check tallies setup violations at 0. The timer found 7 register pins that no clock reaches; their paths are not timed. The final clock period utilization by the worst path is 0.505.

Setup total negative slack on the finished layout was measured at 0 ns. The number of pins with negative max-slew slack in the final report is 0. Per the slew report, the remaining headroom to the max-slew limit stands at 0.323.

The actual slew at the worst max-slew pin is slightly above 1 ns. Hold-check failures listed in the final report amount to 0. The clock period could shrink to about 2.2 ns. The worst setup skew after layout is about 0.0027 ns. The number of unconstrained endpoints is 14.

Based on the critical path, the design can be clocked at up to between 400 and 500 MHz. Setup repair after global routing left no endpoint under its margin.

Placement
Detailed placement finished with a half-perimeter wire length of around 8 mm. The last weighted congestion value of the routability-driven placer is 0.895. The count of port buffers added during placement is 31. In this run the cell area measured after placement is 0.00449 mm².

Flow run
In this run the tools logged warnings totalling 29. The count of max-cap constraint violations is 0.

Layout
Relative to the synthesized area, the layout overhead comes to 9.50%. The number of filler instances in the final layout is roughly 1,400. Once layout is done, the placed cells without fillers occupy 0.00457 mm².

The layout summary lists the proportion of cells stronger than drive strength 1 as 0.0911.

Outcome
The run finished with clean final reports.

Min path
The tightest min-delay check is of the reg2reg type.
-- through the flow --
| step | power (mW) | instances | util | setup WS, ns | hold slack, ns |
|---|---|---|---|---|---|
| 6_report | 1.02 | 736 | 0.341 | 2.13 | 0.460 |
| 5_1_grt | 1.09 | 736 | 0.341 | 1.97 | 0.500 |
| 4_1_cts | 1.02 | 736 | 0.341 | 2.16 | 0.462 |
| 3_5_place_dp | 0.812 | 732 | 0.335 | 2.19 | 0.451 |
| 3_3_place_gp | 0.812 | 732 | 0.335 | 2.25 | 0.441 |
| 2_1_floorplan | 0.704 | 560 | - | 2.35 | 0.426 |
-- kinds of logic after synthesis --
kind of cell,after synthesis
DFF,28
latches,7
xor gates and xnor gates,23
and+or+nand+nor,237
AOI/OAI and AO/OA,186
adders and majority gates,11
muxes,10
buffers and inverters,58
-- worst max-delay path: stages (launching register included) --
cell	delay (ns)
sky130_fd_sc_hd__dfxtp_1	0.39
sky130_fd_sc_hd__and3_1	0.24
sky130_fd_sc_hd__nand4_1	0.10
sky130_fd_sc_hd__nor4_1	0.16
sky130_fd_sc_hd__and4_1	0.73
sky130_fd_sc_hd__nand2b_1	0.27
sky130_fd_sc_hd__nor3_1	0.06
sky130_fd_sc_hd__a31oi_1	0.15
-- layout by cell type, fill, tap and decap left out, types with 7 or more instances in the layout --
cell	count
sky130_fd_sc_hd__nor2_1	54
sky130_fd_sc_hd__nand2_1	43
sky130_fd_sc_hd__a21oi_1	32
sky130_fd_sc_hd__clkdlybuf4s50_1	31
sky130_fd_sc_hd__dfxtp_1	25
sky130_fd_sc_hd__nor3_1	25
sky130_fd_sc_hd__o21ai_0	22
sky130_fd_sc_hd__inv_1	18
sky130_fd_sc_hd__nand3_1	18
sky130_fd_sc_hd__a31oi_1	16
sky130_fd_sc_hd__nand2b_1	15
sky130_fd_sc_hd__xnor2_1	14
sky130_fd_sc_hd__nor2b_1	11
sky130_fd_sc_hd__o211ai_1	10
sky130_fd_sc_hd__nor4_1	9
sky130_fd_sc_hd__xor2_1	9
sky130_fd_sc_hd__ha_1	9
sky130_fd_sc_hd__nand4_1	8
sky130_fd_sc_hd__dlxtn_1	7
sky130_fd_sc_hd__and3_1	7
sky130_fd_sc_hd__mux2i_1	7
-- synth_stat cells (7+ instances only) --
cell type                  number
sky130_fd_sc_hd__nor2_1        54
sky130_fd_sc_hd__ha_1           9
sky130_fd_sc_hd__dfxtp_1       25
sky130_fd_sc_hd__xor2_1         9
sky130_fd_sc_hd__nor4_1         9
sky130_fd_sc_hd__o21ai_0       22
sky130_fd_sc_hd__mux2i_1        7
sky130_fd_sc_hd__nand2b_1      15
sky130_fd_sc_hd__o211ai_1      10
sky130_fd_sc_hd__a31oi_1       16
sky130_fd_sc_hd__nor2b_1       11
sky130_fd_sc_hd__xnor2_1       14
sky130_fd_sc_hd__and3_1         7
sky130_fd_sc_hd__buf_2          9
sky130_fd_sc_hd__nand4_1        8
sky130_fd_sc_hd__nand2_1       43
sky130_fd_sc_hd__clkbuf_1      15
sky130_fd_sc_hd__nor3_1        25
sky130_fd_sc_hd__a21oi_1       32
sky130_fd_sc_hd__dlxtn_1        7
sky130_fd_sc_hd__nand3_1       18
sky130_fd_sc_hd__inv_1         18
-- layer usage --
layer	GRT usage	vias up	share of wire
met3	0.0189	12	0.052
met5	0	-	0
met2	0.240	123	0.46
li1	-	2121	-
met1	0.219	1986	0.48
met4	0.0172	0	0.0081
-- final timing paths --
path	start	to	cells past startpoint
worst max-delay path	anode_timer[2]	AN[3]	7
worst min-delay path	anode_timer[4]	anode_timer[4]	1
worst max register to register	anode_timer[2]	AN[3]	7
worst min register to register	anode_timer[4]	anode_timer[4]	1
-- layout make-up --
class / count / area, µm² / area share
Multi-Input combinational cell: 467 / 3170 / 0.694
Sequential cell: 35 / 696 / 0.152
Timing Repair Buffer: 33 / 325 / 0.0712
Tap cell: 176 / 220 / 0.0482
Inverter: 21 / 78.8 / 0.0172
Clock buffer: 3 / 75.1 / 0.0164
Clock inverter: 1 / 3.75 / 0.000821
-- registers in the layout (all words and copies together) (netlist names) --
name / cells
AN: 8
SEG: 7
anode_select: 3
anode_timer: 17
-- report_power, final --
part	leakage, nW	internal, mW	switching [mW]
Sequential	0.292	0.284	0.00490
Clock	0.0385	0.124	0.0800
Combinational	1.30	0.213	0.314
Total	1.63	0.621	0.398
Power and IR drop assume default switching activity.
